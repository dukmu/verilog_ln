==> /design/flow/design.v <==
module divider #(parameter N=5, parameter M=3)
	(
		input CLK,
		input RESET,  
		input EN,  
		input [N-1:0] dividend,  
		input [M-1:0] divisor,  
		output ACK,  
		output [N-1:0] merchant,  
		output [M-1:0] remainder  
	);
	wire[M-1:0] out_in[N-1:0];
	wire CK[N-1:0];
	divider_cell #(.N(N), .M(M)) cell_0
		(
			.CLK(CLK),
			.RESET(RESET),
			.EN(1'b1),
			.out_ipp({(M-1){1'b0}}),
			.dividend(dividend[N-1]),
			.divisor(divisor),
			.merchant(merchant[N-1]),
			.out(out_in[N-1]),
			.CK(CK[N-1])
		);
	genvar i;
	generate
		for(i=N-2;i>=0;i=i-1) begin:step_x
			divider_cell #(.N(N), .M(M)) cell_x
				(
					.CLK(CLK),
					.RESET(RESET),
					.EN(CK[i+1]),
					.out_ipp(out_in[i+1]),
					.dividend(dividend[i]),
					.divisor(divisor),
					.merchant(merchant[i]),
					.out(out_in[i]),
					.CK(CK[i])
				);
		end
	endgenerate
	assign remainder=out_in[0];
	assign ACK=CK[0];
endmodule
module divider_cell #(parameter N=5, parameter M=3)
    (
        input CLK,
        input RESET,
        input EN,
        input[M-1:0] out_ipp,
        input dividend,
        input[M-1:0] divisor,
        output reg merchant,
        output reg[M-1:0] out,
        output reg CK
    );
    always@(posedge(CLK) or posedge(RESET)) begin
        if(RESET) begin
            CK<=1'b0;
            merchant<=1'b0;
            out<=1'b0;
        end
        else if(EN) begin
            CK<=1'b1;
            if({out_ipp, dividend}>=divisor) begin
                merchant<=1'b1;
                out<={out_ipp, dividend}-divisor;
            end
            else begin
                merchant<=1'b0;
                out<={out_ipp, dividend};
            end
        end
        else begin
            CK<=1'b0;
            merchant<=1'b0;
            out<=1'b0;
        end
    end
endmodule
==> /design/flow/run.sh <==
#!/bin/bash
# OpenROAD 26Q1-2900-gdf79404cd8, Yosys 0.63+post, stock flow scripts
make -C /OpenROAD-flow-scripts/flow DESIGN_CONFIG=/design/flow/config.mk WORK_HOME=/design/flow/orfs finish
==> /design/flow/config.mk <==
export PLATFORM = sky130hd
export DESIGN_NAME = divider
export DESIGN_NICKNAME = divider
export VERILOG_FILES = /design/flow/design.v
export SDC_FILE = /design/flow/constraint.sdc
export NUM_CORES = 4
export LEC_CHECK = 1
export CORE_UTILIZATION = 30
==> /design/flow/constraint.sdc <==
current_design divider

set clk_period 2.0
set clk_io_pct 0.2

create_clock -name clk0 -period $clk_period [get_ports {CLK}]

set non_clock_inputs [all_inputs -no_clocks]
set_input_delay [expr $clk_period * $clk_io_pct] -clock clk0 $non_clock_inputs
set_output_delay [expr $clk_period * $clk_io_pct] -clock clk0 [all_outputs]
==> insert_results.sql <==
-- generated from flow reports
INSERT INTO impl_metrics (metric_group, metric, value, unit) VALUES
('routing', 'drt_pre_antenna_iters', '3', ''),
('synth', 'ys_sh_adder', '18.3', '%'),
('synth', 'post_synth_main_logic_family', 'adder cells', ''),
('clock_tree', 'cts_buffer_depth', '2', ''),
('routing', 'drc', '0', ''),
('synth', 'synth-area-yosys', '1390', 'um2'),
('clock_tree', 'cts.hold.buffers_added', '0', ''),
('final_timing', 'rsz0062_at_grt', 'false', ''),
('critical_path', 'critical_path_class', 'primary input to flip-flop', ''),
('critical_path', 'worst_ep_required_time', '2.19', 'ns'),
('synth', 'synth_top_cell_by_area', 'sky130_fd_sc_hd__dfrtp_1', ''),
('critical_path', 'setup_crit_start_kind', 'primary input', ''),
('synth', 'leading_cell_types_by_total_area_after_synthesis', 'sky130_fd_sc_hd__dfrtp_1, sky130_fd_sc_hd__ha_1, sky130_fd_sc_hd__mux2i_1', ''),
('finish', 'num-fill-cells', '408', ''),
('flow_run', 'max_cap_viol_count', '0', ''),
('synth', 'aoi_share', '7.55', '%'),
('clock_tree', 'h-tree-depth', '1', ''),
('grt', 'grt_pass1_wl', '4.27', 'mm'),
('hold_path', 'holdCritPathClass', 'primary input to async pin', ''),
('clock_tree', 'path_clk_slew', '0.08', 'ns'),
('synth', 'simple_gate_area_share', '14.0', '%'),
('routing', 'wire_length_after_detailed_routing', '2.34', 'mm'),
('outcome', 'status', 'completed', ''),
('routing', 'drt_iter0_drc', '11', ''),
('synth', 'synthCells', '124', ''),
('floorplan', 'floorplan.core_area', '4410', 'um2'),
('placed_design', 'place_worst_setup_slack', '-0.303', 'ns'),
('floorplan', 'floorplan.die.width', '70.1', 'um'),
('final_timing', 'tmin_final', '1.93', 'ns'),
('floorplan', 'floorplan.io_pins', '20', ''),
('critical_path', 'critical-path-slowest-cell', 'sky130_fd_sc_hd__clkdlybuf4s50_1', ''),
('floorplan', 'fp_rows', '24', ''),
('routing', 'drt-wirelength-per-cell', '11.5', 'um'),
('final_timing', 'hold-worst-slack', '0.478', 'ns'),
('placed_design', 'place_area', '1670', 'um2'),
('floorplan', 'init_core_util', '31.5', '%'),
('synth', 'yosys-top-cells-count', 'sky130_fd_sc_hd__dfrtp_1, sky130_fd_sc_hd__ha_1, sky130_fd_sc_hd__inv_1, sky130_fd_sc_hd__nand2_1', ''),
('synth', 'postSynth.topFlopCell', 'sky130_fd_sc_hd__dfrtp_1', ''),
('synth', 'synth.cellmix.xorXnorShare', '1.26', '%'),
('final_timing', 'finalClockSkew', '0.00337', 'ns'),
('synth', 'number_of_synthesized_register_bits', '25', ''),
('synth', 'avg_synthesized_cell_area', '11.2', 'um2'),
('critical_path', 'cp-end-kind', 'flip-flop', ''),
('pwr', 'power_density', '776', 'nW/um2'),
('synth', 'postSynthSeqShare', '44.9', '%'),
('critical_path', 'worst_ep_arrival_time', '2.12', 'ns'),
('floorplan', 'fp.dieH', '70.1', 'um'),
('clock_tree', 'clkSinkCount', '25', ''),
('critical_path', 'largest_driver_fanout_on_the_critical_path', '7', ''),
('pwr', 'ir_worst_vdd', '308', 'uV'),
('final_timing', 'final.setup.tns', '0', 'ns'),
('synth', 'enable_flop_cells', '0', ''),
('synth', 'async_reset_ff_share', '100', '%'),
('routing', 'vias', '894', ''),
('synth', 'ys_types', '21', ''),
('finish', 'post_route_cells_drive_above_1_share', '12.6', '%'),
('finish', 'area_delta_synth_final', '24.2', '%'),
('floorplan', 'chipArea', '4920', 'um2'),
('routing', 'avgViaCountPerCell', '4.40', ''),
('pwr', 'leakagePower', '0.848', 'nW'),
('final_timing', 'finalWorstSetupSlack', '0.0698', 'ns'),
('finish', 'final_design_area_no_fill', '1730', 'um2'),
('clock_tree', 'clk-insertion-delay-late', '0.26', 'ns'),
('synth', 'synthMostInstantiatedCell', 'sky130_fd_sc_hd__dfrtp_1', ''),
('synth', 'muxShareOfSynthArea', '7.19', '%'),
('final_timing', 'setup_viol_count_final', '0', ''),
('final_timing', 'final_max_slew_viol_count', '0', ''),
('clock_tree', 'tritoncts', 'done', ''),
('clock_tree', 'cts_root_buffer', 'sky130_fd_sc_hd__clkbuf_8', ''),
('flow_run', 'warnings', '30', ''),
('final_timing', 'finalCritPeriodShare', '96.5', '%');
## cell type report
cell class              count  area, um2  share of cell area (%)
clock buffers               4       45.0                    2.60
inverters                  14       52.6                    3.04
multi-input cells          80        687                    39.7
flip-flops and latches     25        626                    36.2
well taps                  52       65.1                    3.76
repair buffers             28        254                    14.7
## metrics by stage
stage	utilization, %	power (mW)	std cells
5_1_grt	39.2	1.44	203
2_1_floorplan	-	0.905	124
4_1_cts	38.8	1.35	202
6_report	39.2	1.34	203
3_3_place_gp	37.8	1.04	198
3_5_place_dp	37.8	1.05	198
## path summary, 6_finish.rpt
path | start | end | slack [ns] | cells past startpoint
hold / removal | RESET | step_x[0].cell_x.out[1] | 0.48 | 3
hold reg to reg | step_x[1].cell_x.CK | step_x[0].cell_x.CK | 0.52 | 0
min in group clk0 | step_x[1].cell_x.CK | step_x[0].cell_x.CK | 0.52 | 0
max in group asynchronous | RESET | step_x[2].cell_x.out[2] | 1.28 | 3
setup / recovery | divisor[1] | step_x[1].cell_x.out[1] | 0.07 | 6
setup reg to reg | step_x[2].cell_x.out[0] | step_x[1].cell_x.out[1] | 0.44 | 5
## repair_timing
item | CTS | global route
gates resized | 1 | 2
endpoints found under the hold margin | 0 | 0
endpoints found under the setup margin | 6 | 5
setup buffers | 0 | 1
pin swaps | 0 | 2
## worst max-delay path, delay by kind of cell
family,cells,cell delay (ns)
AND-OR/OR-AND,2,0.56
multiplexers,1,0.23
adder cells (fa/ha/maj),1,0.22
buffers and inverters,2,0.70
## placed cells by master (no fill, tap or decap)
cell,n
sky130_fd_sc_hd__a211oi_1,1
sky130_fd_sc_hd__a211oi_4,2
sky130_fd_sc_hd__a21bo_2,2
sky130_fd_sc_hd__a21oi_1,2
sky130_fd_sc_hd__and2_1,3
sky130_fd_sc_hd__buf_4,10
sky130_fd_sc_hd__clkbuf_1,1
sky130_fd_sc_hd__clkbuf_8,3
sky130_fd_sc_hd__clkdlybuf4s50_1,17
sky130_fd_sc_hd__conb_1,1
sky130_fd_sc_hd__dfrtp_1,25
sky130_fd_sc_hd__dlygate4sd2_1,1
sky130_fd_sc_hd__fa_1,4
sky130_fd_sc_hd__ha_1,14
sky130_fd_sc_hd__inv_1,14
sky130_fd_sc_hd__mux2i_1,10
sky130_fd_sc_hd__nand2_1,14
sky130_fd_sc_hd__nand2b_1,10
sky130_fd_sc_hd__nand3_1,4
sky130_fd_sc_hd__nand3_2,2
sky130_fd_sc_hd__nor2_1,2
sky130_fd_sc_hd__nor2b_1,3
sky130_fd_sc_hd__nor3_1,1
sky130_fd_sc_hd__o2bb2ai_1,2
sky130_fd_sc_hd__o32a_1,1
sky130_fd_sc_hd__xnor2_1,2
## metal layers
layer | GRT usage, % | part of all wire [%] | vias to the layer above | routed length (um)
met2 | 18.8 | 50 | 13 | 1170
li1 | - | - | 450 | -
met4 | 1.78 | 1.5 | 0 | 34
met5 | 0 | 0 | - | 0
met3 | 1.31 | 2.1 | 2 | 49
met1 | 15.3 | 46 | 429 | 1090
## kinds of logic after synthesis
family                     count (synthesis)
DFF                                       25
and+or+nand+nor                           39
xor gates and xnor gates                   2
adders and majority gates                 18
buffers and inverters                     19
other                                      1
muxes                                     10
AOI/OAI and AO/OA                         10
## where the power goes
| group | internal (mW) | switching (mW) | total [mW] |
|---|---|---|---|
| registers | 0.582 | 0.0428 | 0.624 |
| logic | 0.245 | 0.178 | 0.424 |
| clock network | 0.142 | 0.151 | 0.293 |
| total | 0.969 | 0.372 | 1.34 |
## registers in the layout, indices dropped and copies added (netlist names)
register	count
step_x.cell_x.out	12
cell_0.CK	1
cell_0.merchant	1
step_x.cell_x.CK	4
cell_0.out	3
step_x.cell_x.merchant	4
Power figures rest on the tool's default switching activity, not on a simulated workload.
